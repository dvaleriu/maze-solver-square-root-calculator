## flow/config.mk

```make
export PLATFORM = sky130hd
export DESIGN_NAME = maze
export DESIGN_NICKNAME = maze
export VERILOG_FILES = /design/flow/design.v
export SDC_FILE = /design/flow/constraint.sdc
export NUM_CORES = 4
export LEC_CHECK = 1
export CORE_AREA = 10 10 98 98
export DIE_AREA = 0 0 108 108
```

## flow/constraint.sdc

```tcl
current_design maze

set clk_period 2.8
set clk_io_pct 0.2

create_clock -name clk0 -period $clk_period [get_ports {clk}]

set non_clock_inputs [all_inputs -no_clocks]
set_input_delay [expr $clk_period * $clk_io_pct] -clock clk0 $non_clock_inputs
set_output_delay [expr $clk_period * $clk_io_pct] -clock clk0 [all_outputs]
```

## flow/design.v

```verilog
module maze(
input 		          clk,
input [5:0]  starting_col, starting_row, 	 
input  			  maze_in, 			 
output 		reg [5:0] row, col,	 		 
output 		reg   maze_oe,			 
output 		reg	  maze_we, 			 
output 		reg	  done);		 	 
reg [3:0] state=0;
reg [3:0] next_state;
always @(posedge clk) begin
	if(done == 0)
		state <= next_state;
end
reg [2:0] dep;  
always @(*) begin
maze_we = 0;  
maze_oe = 1;
done=0;
		 case (state) 
					0 : begin   
						row = starting_row;
						col =  starting_col;
						maze_we =1;
						next_state = 8;  
						done=0;
						end 
				8: begin
						col = col +1;
						next_state = 4;  
						done=0;
						end 
				4:	begin
				if(maze_in!=0) begin
								col = col -1;  
								next_state = 9;  
								done=0;  
								end
								else begin
										maze_we = 1;  
										dep = 0; 
										done=0;
										next_state = 12; 
								end 
						end 
				10: begin 
									row = row +1;   
									done=0;
									next_state = 6; 
								end
				6: begin
				if(maze_in!=0) begin
									row = row - 1; 
									done=0;
									next_state = 8;
								end
								else begin
									maze_we = 1;
									dep = 2;
									done=0;
									next_state = 12;
								end 
								end 
				9: begin  
									row = row - 1;
									done=0;
									next_state = 5;
								end 
				5 :begin
				if(maze_in!=0) begin
										row = row + 1; 
										done=0;
										next_state = 11;
									end
									else begin
										maze_we = 1;
										dep = 1;
										done=0;
										next_state = 12;
									end 
								end 
				11: begin  
									col = col - 1;
									done=0;
									next_state = 7;
								end 
				7: begin
				if(maze_in!=0) begin
										col = col + 1;  
										done=0;
										next_state = 10;
									end
									else begin
										maze_we = 1;
										done=0;
										dep = 3;
										next_state = 12;
									end 
								end 
					12: begin  
								if (dep == 0 && dep!=2 && dep!=3 && dep!=1 ) begin  
								next_state = 10;
								done=0;  
								end
								if (dep != 0 && dep==2 && dep!=3 && dep!=1 ) begin
								next_state = 11;
								done=0;
								end
								if (dep != 0 && dep!=2 && dep==3 && dep!=1 ) begin
								next_state = 9;
								done=0;
								end
							        if (dep != 0 && dep!=2 && dep!=3 && dep==1 ) begin
								next_state = 8;
								done=0;
								end
								if (row == 0 || row == 63 || col == 0 || col == 63) begin  
								done=1; 
								end
								end 
			endcase
end
endmodule
```

## flow/run.sh

```bash
#!/bin/bash
# OpenROAD 26Q1-2900-gdf79404cd8, Yosys 0.63+post, stock flow scripts
make -C /OpenROAD-flow-scripts/flow DESIGN_CONFIG=/design/flow/config.mk WORK_HOME=/design/flow/orfs finish
```

==> impl_metrics.env <==
# physical design summary
export IMPL_hold_path_depth=3
export IMPL_internal_power_w=0.0002046
export IMPL_numSynthFlops=22
export IMPL_critical_path_class="flip-flop to primary output"
export IMPL_unclocked_regs=18
export IMPL_hold_buffers=0
export IMPL_r2r_end="state[3]"
export IMPL_dpl_hpwl_um=2619
export IMPL_busiest_layer="met2"
export IMPL_post_route_util_pct=21.53
export IMPL_grt_pass1_wl_um=5464
export IMPL_cp_max_fo=18
export IMPL_rsz0062_at_grt="false"
export IMPL_tool_warnings=25
export IMPL_drive_above_1_share_pct=5.714
export IMPL_path_cells="nor3_1 -> a21oi_1 -> nor2_1 -> clkdlybuf4s50_1"
export IMPL_port_buffers=27
export IMPL_syn_inst=151
export IMPL_finalPower_w=0.0002603
export IMPL_yosysUniqueCellTypes=43
export IMPL_untimed_endpoints=34
export IMPL_clock_power_share_pct=45.8
export IMPL_setup_viol=0
export IMPL_syn2layout_area_growth_pct=32.26
export IMPL_vdd_drop_max_mv=0.1349
export IMPL_die_width_um=108
export IMPL_cts_resized=0
export IMPL_reg2regPathDepth=1
export IMPL_insertion_delay_ns=0.22
export IMPL_setup_tns_final_ns=0
export IMPL_cts_made_buffers=3
export IMPL_hold_class="flip-flop to flip-flop"
export IMPL_wl_um=3275
export IMPL_syn_avg_cell_area_um2=8.245
export IMPL_grt_pass1_vias=1102
export IMPL_cts_setup_buffers=0
export IMPL_tightestPinTransition_ns=0.6405
export IMPL_fp_coreArea_mm2=0.007647
export IMPL_edf_count=4
export IMPL_cts_max_level=1
export IMPL_routabilityCongestion=0.8316
export IMPL_powerDensity_mw_per_mm2=158.1
export IMPL_arrival_ns=1.74
export IMPL_fin_crit_ns=2.301
export IMPL_status="completed"
export IMPL_cts_tree="done"
export IMPL_gr_usage_met2_pct=8.405
export IMPL_topCellsByArea="dlxtn_1 22%, edfxtp_1 9.6%, nand2_1 6.6%"
export IMPL_clk_pin_slew_ns=0.03
export IMPL_holdPathEnd="state[1]"
export IMPL_slowest_stage="edfxtp_1"
export IMPL_die_h_um=108
export IMPL_synth_top_cell_by_area="dlxtn_1"
export IMPL_track_usage_pct=5.590
export IMPL_required_ns=2.24
export IMPL_grtUsageMet3_pct=1.084
export IMPL_yosys_cells=151
export IMPL_slowest_delay_ns=0.64
export IMPL_dieArea_mm2=0.01166
export IMPL_synth_async_sr_flop_share_pct=0
export IMPL_via_count=1173
export IMPL_max_freq_mhz=434.5
export IMPL_place_inst=274
export IMPL_end_kind="primary output"
export IMPL_finalMaxSlewViolations=0
export IMPL_via_per_inst=4.235
export IMPL_drt_first_pass_iters=4
export IMPL_placed_area_mm2=0.001605
export IMPL_r2r_start="state[2]"
export IMPL_seqPwrFrac_pct=32.4
export IMPL_yosysWarnings=49
export IMPL_leakagePower_nw=0.6241
export IMPL_syn_area_mm2=0.001245
export IMPL_grt_max_degree=19
export IMPL_io_pins=29
export IMPL_fin_crit_sh_pct=82.19
export IMPL_drc=0
export IMPL_routedWlPerCell_um=11.82
export IMPL_yosys_area_mm2=0.001245
export IMPL_cp_start_kind="flip-flop"
export IMPL_stdcell_count=277
export IMPL_p_switching_w=0.00005566
export IMPL_comb_power_share_pct=21.8
export IMPL_holdCritStartpoint="state[1]"
export IMPL_root_buffer="clkbuf_8"
export IMPL_design_area_mm2=0.001647
export IMPL_diodes=0
export IMPL_switching_share_pct=21.39
export IMPL_hold_violations=0
export IMPL_globalRouteOverflowTotal=0
export IMPL_initCoreUtil_pct=16.28
export IMPL_maxCapViolCount=0
export IMPL_cts_max_path_buffers=2
export IMPL_ff_type="dlxtn_1"
export IMPL_antenna_found_initial=0
export IMPL_grt_util_met1_pct=8.330
export IMPL_skew_ns=0.003086
export IMPL_r2r_slack_ns=1.36
export IMPL_max_slew_margin_pct=57.30
export IMPL_drtIter0Drc=61
export IMPL_final_antenna_net_count=0
export IMPL_netlist_area_leader_share_pct=21.71
export IMPL_fp_row_count=32
[synth_stat cells (all sizes together), types with 2 or more instances]
library cell  number
a211o              5
a21oi              3
a221o              3
a31oi              2
and3               2
buf                5
clkbuf             3
dlxtn             18
edfxtp             4
ha                 2
inv                5
nand2             22
nand3              8
nand4              4
nand4bb            2
nor2               9
nor2b              2
nor3               4
o2111a             3
o2111ai            5
o211ai             2
o21a               2
o21ai              9
or2                2
or3                6
or4                3
xnor2              4
xor2               2
[layout by cell type (no fill, tap or decap), types with 2 or more instances in the layout]
master and count:
clkdlybuf4s50_1 27, nand2_1 22, dlxtn_1 18, nor2_1 9, nand3_1 8, o21ai_0 8, inv_1 5, o2111ai_1 5
a211o_1 5, or3_1 5, xnor2_1 4, nor3_1 4, nand4_1 4, edfxtp_1 4, a21oi_1 3, a221o_1 3
or4_1 3, o2111a_1 3, clkbuf_8 3, nor2b_1 2, a31oi_1 2, nand4bb_1 2, o211ai_1 2, and3_1 2
o21a_1 2, ha_1 2, buf_4 2
[worst max-delay path, delay by kind of cell (launching register included)]
family / cells / cell delay [ns]
flip-flops: 1 / 0.64
buffers and inverters: 1 / 0.47
AND/OR/NAND/NOR: 2 / 0.34
AND-OR/OR-AND: 1 / 0.06
[power groups by stage]
stage	clock network [W]	logic [W]	registers [W]
after CTS	0.000123	0.0000582	0.0000845
final	0.000119	0.0000567	0.0000844
after global routing	0.000128	0.0000640	0.0000860
[through the flow]
step | hold WS, ns | setup slack (ns)
after global routing | 1.071 | 0.3456
after CTS | 1.005 | 0.4791
after global placement | 0.9677 | 0.5381
final | 1.007 | 0.4987
after detailed placement | 0.9974 | 0.5339
after floorplan | 0.9418 | 1.219
[layer usage]
| layer | vias up | wire length [um] |
|---|---|---|
| met2 | 22 | 1421 |
| met3 | 2 | 150 |
| met1 | 525 | 1661 |
| li1 | 624 | - |
| met5 | - | 0 |
| met4 | 0 | 41 |
[cell type report]
| class | instances | area [um^2] |
|---|---|---|
| fillers | 833 | 6001 |
| repair buffers | 29 | 285.3 |
| flip-flops and latches | 22 | 390.4 |
| clock buffers | 3 | 41.29 |
| multi-input cells | 116 | 783.3 |
| inverters | 5 | 18.77 |
| well taps | 102 | 127.6 |
[how the worst max path moves through the flow]
stage     startpoint      end  slack [ns]  cells after the start
5_1_grt     state[2]  maze_we        0.35                      4
4_1_cts     state[2]  maze_we        0.48                      4
6_report    state[2]  maze_we        0.50                      4
[flip-flops by register name, summed over array words and instances, names as in the netlist]
name	flops
col	6
dep	2
next_state	4
row	6
state	4
[logic make-up after synthesis]
| logic type | share of synthesized area [%] |
|---|---|
| fa+ha+maj | 2.010 |
| latches | 21.71 |
| buf+inv | 5.729 |
| flops | 9.649 |
| compound gates | 23.01 |
| other cells | 0.3012 |
| simple gates | 32.76 |
| xor+xnor | 4.824 |
